==> flow/design.v <==
module  alu(a,b,opcode,out);
input[7:0]  a,b;                 
input[2:0]  opcode;
output[7:0] out;
reg[7:0]    out;
always@(a or b or opcode)        
begin
    case(opcode)
    3'd0:      out = a+b;       
    3'd1:     out = a-b;       
    3'd2:      out = a&b;       
    3'd3:       out = a|b;       
    3'd4:   out = ~a;        
    default:    out = 8'hx;      
    endcase
end
endmodule
==> flow/run.sh <==
#!/bin/bash
# OpenROAD 26Q1-2900-gdf79404cd8, Yosys 0.63+post, stock flow scripts
make -C /OpenROAD-flow-scripts/flow DESIGN_CONFIG=/design/flow/config.mk WORK_HOME=/design/flow/orfs finish
==> flow/config.mk <==
export PLATFORM = sky130hd
export DESIGN_NAME = alu
export DESIGN_NICKNAME = alu
export VERILOG_FILES = /design/flow/design.v
export SDC_FILE = /design/flow/constraint.sdc
export NUM_CORES = 4
export LEC_CHECK = 1
export CORE_AREA = 10 10 70 70
export DIE_AREA = 0 0 80 80
==> flow/constraint.sdc <==
current_design alu

set clk_period 10.3
set clk_io_pct 0.2

create_clock -name clk0 -period $clk_period

set non_clock_inputs [all_inputs -no_clocks]
set_input_delay [expr $clk_period * $clk_io_pct] -clock clk0 $non_clock_inputs
set_output_delay [expr $clk_period * $clk_io_pct] -clock clk0 [all_outputs]
==> impl_metrics.env <==
# source this file to load flow results
export IMPL_grt_overflow_total=0
export IMPL_final_period_utilization_pct=71.1
export IMPL_timing_final_max_slew_violations=0
export IMPL_slew_headroom_pct=59.3
export IMPL_worst_slew_pin_slew_ns=0.609
export IMPL_post_drt_via_cell_ratio=4.78
export IMPL_synthesis_area_um2=806
export IMPL_synth_cells=112
export IMPL_flow_area_growth_from_synthesis_pct=37.7
export IMPL_cp_required_ns=8.24
export IMPL_drt_antenna_violating_nets=0
export IMPL_first_iter_violations=39
export IMPL_postSynthAreaPerCell_um2=7.19
export IMPL_fin_setup_tns_ns=0
export IMPL_setup_ws_ns=2.97
export IMPL_final_setup_viol_count=0
export IMPL_final_layout_size_suffix_gt1_share_pct=5.19
export IMPL_xor_share_pct=13.0
export IMPL_post_drt_wl_per_cell_um=12.4
export IMPL_synth_cellmix_compoundShare_pct=25.6
export IMPL_static_leakage_power_nw=0.420
export IMPL_max_cap_violations=0
export IMPL_grt_first_pass_wirelength_um=3770
export IMPL_routed_via_count=865
export IMPL_yosysSeqAreaShare_pct=0
export IMPL_dp_hpwl_um=1990
export IMPL_timing_hold_violations_final=0
export IMPL_boundary_pins=27
export IMPL_sequential_cell_total=0
export IMPL_floorplan_core_area_um2=3420
export IMPL_ys_area_um2=806
export IMPL_critical_path_endpoint="out[4]"
export IMPL_pd_cells_nw_per_um2=66.0
export IMPL_port_buffers=27
export IMPL_path_class="primary input to output port"
export IMPL_die_size_x_um=80
export IMPL_grt_antenna_before_repair=0
export IMPL_status="finished clean"
export IMPL_rsz0062_at_grt="no"
export IMPL_top_logic_family="simple AND/OR/NAND/NOR gates"
export IMPL_cts_setup_buffers=0
export IMPL_clock_buffers=0
export IMPL_critical_path_source="opcode[2]"
export IMPL_post_synth_fa_ha_maj_area_fraction_pct=26.7
export IMPL_peakVddDrop_mv=0.0160
export IMPL_max_clock_freq_mhz=136
export IMPL_regArea_um2=0
export IMPL_ctsHoldBuffers=0
export IMPL_dieHeight_um=80
export IMPL_yosysUniqueCellTypes=35
export IMPL_synth_simple_area_share_pct=26.9
export IMPL_cts_resized_gates=0
export IMPL_rows=21
export IMPL_cells_in_synth_stat_txt=112
export IMPL_detailedPlace_worstSlack_ns=2.99
export IMPL_hold_path_class="primary input to output port"
export IMPL_crit_path_max_fanout=18
export IMPL_grt_pass1_vias=813
export IMPL_startpoint_type="primary input"
export IMPL_drt_total_wl_um=2250
export IMPL_chipArea_um2=6400
export IMPL_warnings=34
export IMPL_gr_usage_all_layers_pct=6.89
export IMPL_yosysWarningCount=1
export IMPL_mux_share_pct=2.48
export IMPL_crit_path_end_kind="output port"
export IMPL_routabilityCongestion=0.868
export IMPL_timing_final_crit_period_ns=7.33
export IMPL_n_antenna_cell=0
export IMPL_drt_pass1_iter_count=4
export IMPL_detail_route_drc_violations=0
export IMPL_floorplanUtilization_pct=23.6
export IMPL_grt_start_max_net_pins=19
export IMPL_crit_arrival_ns=5.27
==> cell usage after synthesis (all sizes together) <==
cell type  instances  area [um2]
nand2b             2        12.5
o221ai             2        23.8
a31oi              6        43.8
ha                10         125
o22ai              2        12.5
o21ai              6        30.0
xnor2              9        78.8
o21a               1        7.51
maj3               7        70.1
nor2              13        51.3
o211ai             2        15.0
a21oi              7        35.0
inv                5        18.8
nor3               7        35.0
nand3b             1        7.51
nand3              1        5.00
nand2              9        36.3
nor2b              1        6.26
fa                 1        20.0
or3b               1        11.3
a21o               4        30.0
nand4b             1        8.76
clkbuf             2        7.51
buf                2        16.3
and4               1        8.76
mux2i              2        20.0
a31o               1        8.76
xor2               3        26.3
nor3b              3        33.8
==> where the power goes <==
group | internal (W) | switching (W) | leakage [nW]
sequential | 0 | 0 | 0
clock | 0 | 0 | 0
combinational | 0.0000407 | 0.0000325 | 0.420
==> layout make-up <==
type,count,area (um2)
inverters,5,18.8
repair buffers,27,270
well taps,46,57.6
multi-input cells,103,763
fillers,365,2310
==> through the flow <==
stage          area (um2)  hold slack (ns)  util (%)  cells   power, W
2_1_floorplan         806             4.19         -    112  0.0000423
3_5_place_dp         1110             5.20      32.5    181  0.0000736
3_3_place_gp         1110             5.20      32.5    181  0.0000729
4_1_cts              1110             5.20      32.5    181  0.0000740
6_report             1110             5.18      32.5    181  0.0000732
5_1_grt              1110             5.23      32.5    181  0.0000815
==> worst min path at each step <==
stage / slack (ns) / start / endpoint / depth (start not counted)
4_1_cts: 5.20 / a[7] / out[7] / 3
6_report: 5.18 / a[7] / out[7] / 3
5_1_grt: 5.23 / a[7] / out[7] / 3
==> kinds of logic after synthesis <==
kind of cell | after synthesis
muxes | 2
adders and majority gates | 18
AOI/OAI and AO/OA | 31
and+or+nand+nor | 40
buffers and inverters | 9
xor gates and xnor gates | 12
==> per-layer routing <==
metal / global-route usage [%] / routed length [um] / part of all wire (%)
met5: 0 / 0 / 0
met4: 0 / 0 / 0
met3: 1.36 / 138 / 6.1
met2: 11.7 / 1040 / 46
met1: 9.25 / 1070 / 47
==> worst max-delay path, cell delays in order <==
cell and delay [ns]:
clkdlybuf4s50_1 0.72, nor3b_4 0.46, mux2i_1 0.18, fa_1 0.45, a21o_1 0.18, a21o_1 0.19, xor2_1 0.24, nor3_1 0.08
nor3_1 0.20, clkdlybuf4s50_1 0.49
==> cell usage in the layout (no fill, tap or decap) <==
| master | instances |
|---|---|
| clkdlybuf4s50_1 | 27 |
| nor2_1 | 12 |
| ha_1 | 10 |
| xnor2_1 | 9 |
| nand2_1 | 8 |
| nor3_1 | 7 |
| a21oi_1 | 7 |
| maj3_1 | 7 |
| o21ai_0 | 6 |
| inv_1 | 5 |
| a31oi_1 | 5 |
| a21o_1 | 4 |
| xor2_1 | 3 |
| mux2i_1 | 2 |
| nand2b_1 | 2 |
| nor3b_1 | 2 |
| o22ai_1 | 2 |
| o211ai_1 | 2 |
| nor2_2 | 1 |
| nor3b_4 | 1 |
| or3b_4 | 1 |
| nand2_2 | 1 |
| nor2b_1 | 1 |
| nand3b_1 | 1 |
| nand3_1 | 1 |
| nand4b_1 | 1 |
| o21a_1 | 1 |
| o221ai_1 | 1 |
| a31oi_2 | 1 |
| and4_1 | 1 |
| a31o_2 | 1 |
| o221ai_2 | 1 |
| fa_1 | 1 |
Power and IR drop assume default switching activity.
