<file path="flow/design.v">
module dec7seg(
    x
   ,a , b, c, d, e, f, g
);
input   [3:0]   x;
output          a, b, c, d, e, f, g;
reg             a, b, c, d, e, f, g;
always @(x)
    case (x)
        4'b0000 : {a,b,c,d,e,f,g} <= 7'b111_1110;
        4'b0001 : {a,b,c,d,e,f,g} <= 7'b011_0000;
        4'b0010 : {a,b,c,d,e,f,g} <= 7'b110_1101;
        4'b0011 : {a,b,c,d,e,f,g} <= 7'b111_1001;
        4'b0100 : {a,b,c,d,e,f,g} <= 7'b011_0011;
        4'b0101 : {a,b,c,d,e,f,g} <= 7'b101_1011;
        4'b0110 : {a,b,c,d,e,f,g} <= 7'b101_1111;
        4'b0111 : {a,b,c,d,e,f,g} <= 7'b111_0000;
        4'b1000 : {a,b,c,d,e,f,g} <= 7'b111_1111;
        4'b1001 : {a,b,c,d,e,f,g} <= 7'b111_1011;
        4'b1010 : {a,b,c,d,e,f,g} <= 7'b111_0111;
        4'b1011 : {a,b,c,d,e,f,g} <= 7'b001_1111;
        4'b1100 : {a,b,c,d,e,f,g} <= 7'b100_1110;
        4'b1101 : {a,b,c,d,e,f,g} <= 7'b011_1101;
        4'b1110 : {a,b,c,d,e,f,g} <= 7'b100_1111;
        4'b1111 : {a,b,c,d,e,f,g} <= 7'b100_0111;
        default : {a,b,c,d,e,f,g} <= 7'b000_0000;
    endcase
endmodule
</file>
<file path="flow/run.sh">
#!/bin/bash
# OpenROAD 26Q1-2900-gdf79404cd8, Yosys 0.63+post, stock flow scripts
make -C /OpenROAD-flow-scripts/flow DESIGN_CONFIG=/design/flow/config.mk WORK_HOME=/design/flow/orfs finish
</file>
<file path="flow/constraint.sdc">
current_design dec7seg

set clk_period 1.6
set clk_io_pct 0.2

create_clock -name clk0 -period $clk_period

set non_clock_inputs [all_inputs -no_clocks]
set_input_delay [expr $clk_period * $clk_io_pct] -clock clk0 $non_clock_inputs
set_output_delay [expr $clk_period * $clk_io_pct] -clock clk0 [all_outputs]
</file>
<file path="flow/config.mk">
export PLATFORM = sky130hd
export DESIGN_NAME = dec7seg
export DESIGN_NICKNAME = dec7seg
export VERILOG_FILES = /design/flow/design.v
export SDC_FILE = /design/flow/constraint.sdc
export NUM_CORES = 4
export LEC_CHECK = 1
export CORE_AREA = 10 10 70 70
export DIE_AREA = 0 0 80 80
</file>
==> impl_metrics.xml <==
<?xml version="1.0" encoding="UTF-8"?>
<metrics>
  <group name="synthesis">
    <metric name="netlist_area" unit="um^2">287.8</metric>
    <metric name="synth-warning-count" unit="">1</metric>
    <metric name="synthDominantAreaCellType" unit="">ha_1</metric>
    <metric name="synthDominantCellAreaShare" unit="%">30.43</metric>
    <metric name="synthesis.area_per_instance" unit="um^2">8.720</metric>
    <metric name="synth_cell_types" unit="">17</metric>
    <metric name="netlist_top_cells_area" unit="">ha_1 (30%), mux2_2 (12%), mux4_1 (9.1%)</metric>
    <metric name="post_synth_inst_count" unit="">33</metric>
    <metric name="yosys_area" unit="um^2">287.8</metric>
    <metric name="ys_cells" unit="">33</metric>
    <metric name="ys_seq_share" unit="%">0</metric>
  </group>
  <group name="floorplanning">
    <metric name="std_cell_rows" unit="">21</metric>
    <metric name="floorplanUtilization" unit="%">8.425</metric>
    <metric name="fp.dieW" unit="um">80</metric>
    <metric name="ios" unit="">11</metric>
    <metric name="coreArea" unit="mm^2">0.003416</metric>
    <metric name="fp.dieArea" unit="mm^2">0.006400</metric>
    <metric name="chipHeight" unit="um">80</metric>
  </group>
  <group name="finish">
    <metric name="seq_area" unit="um^2">0</metric>
    <metric name="multi_input_comb_area" unit="um^2">345.3</metric>
    <metric name="layout_top_cells_excl_fill_tap" unit="">buf_4 (13), buf_2 (8), ha_4 (5), buf_6 (5)</metric>
    <metric name="area_delta_synth_final" unit="%">131.3</metric>
    <metric name="drive_above_1_share" unit="%">80.00</metric>
    <metric name="clockBufferCount" unit="">0</metric>
    <metric name="seq_cell_count" unit="">0</metric>
    <metric name="filler_cell_count" unit="">375</metric>
    <metric name="layout.cells.most_common" unit="">buf_4</metric>
  </group>
  <group name="timing">
    <metric name="worst_slack" unit="ps">-14.74</metric>
    <metric name="rsz0062_at_grt" unit="">yes</metric>
    <metric name="count_of_final_setup_violators" unit="">1</metric>
    <metric name="timing.max_slew.rel_slack" unit="%">88.09</metric>
    <metric name="max_freq" unit="GHz">0.6193</metric>
    <metric name="transition_time_at_the_pin_with_the_least_slew_margin" unit="ps">177.7</metric>
    <metric name="post-route-period-util" unit="%">100.9</metric>
    <metric name="hold_viol_final" unit="">0</metric>
    <metric name="finalMaxSlewViolations" unit="">0</metric>
    <metric name="final_hold_slack" unit="ps">1117</metric>
    <metric name="timing.final.crit_period" unit="ps">1615</metric>
  </group>
  <group name="place">
    <metric name="routabilityCongestion" unit="">0.6988</metric>
    <metric name="buffer_ports.inserted" unit="">11</metric>
    <metric name="dp_hpwl" unit="um">695</metric>
    <metric name="placement.setup.worst_slack" unit="ps">-858.3</metric>
  </group>
  <group name="global_route">
    <metric name="grt_use_total" unit="%">3.098</metric>
    <metric name="first_pass_grt_wire_length" unit="um">1656</metric>
    <metric name="initial_antenna_violation_count" unit="">0</metric>
    <metric name="largest_net_degree_at_the_start_of_global_routing" unit="">8</metric>
    <metric name="first_global_vias" unit="">349</metric>
    <metric name="grt-ovfl-total" unit="">0</metric>
  </group>
  <group name="setup_path">
    <metric name="timing.critical_path.buf_inv" unit="">5</metric>
    <metric name="timing.critical_path.from_type" unit="">primary input</metric>
    <metric name="path_delay_family" unit="">buffers and inverters</metric>
    <metric name="cp.required" unit="ps">1280</metric>
    <metric name="critical-path-max-stage-delay" unit="ps">420</metric>
    <metric name="critical_path.max_fanout" unit="">3</metric>
    <metric name="cp_cell_sequence" unit="">buf_8 &gt; inv_6 &gt; buf_6 &gt; ha_4 &gt; inv_2 &gt; mux4_2 &gt; buf_2</metric>
    <metric name="crit_path_top_delay_cell" unit="">mux4_2</metric>
    <metric name="crit_type" unit="">in2out</metric>
    <metric name="timing.critical_path.to_type" unit="">output pin</metric>
    <metric name="timing.critical_path.arrival" unit="ps">1290</metric>
  </group>
  <group name="hold_path">
    <metric name="worst_hold_path_type" unit="">in2out</metric>
    <metric name="min-delay-start" unit="">x[1]</metric>
    <metric name="whs_endpoint" unit="">g</metric>
    <metric name="whs_path_depth" unit="">5</metric>
  </group>
  <group name="run">
    <metric name="drv_cap" unit="">0</metric>
    <metric name="number_of_warnings_in_the_stage_logs" unit="">40</metric>
  </group>
  <group name="clock_network">
    <metric name="cts_hold_buffers" unit="">0</metric>
  </group>
  <group name="power">
    <metric name="vdd_ir_drop_max" unit="mV">0.03522</metric>
    <metric name="pwr_density_cell" unit="mW/mm^2">225.1</metric>
    <metric name="leakagePower" unit="nW">0.2722</metric>
  </group>
  <group name="drt">
    <metric name="routed_wirelength_normalized_by_instance_count" unit="um">9.764</metric>
    <metric name="detail_route.drc_violations" unit="">0</metric>
    <metric name="vias" unit="">321</metric>
    <metric name="insertedDiodeCount" unit="">0</metric>
    <metric name="firstDrtPassIters" unit="">3</metric>
    <metric name="initial_drc_count" unit="">15</metric>
    <metric name="vias_per_cell" unit="">3.028</metric>
    <metric name="antenna_violating_nets_post_route" unit="">0</metric>
    <metric name="postRouteWirelength" unit="um">1035</metric>
  </group>
  <group name="status">
    <metric name="run_status" unit="">complete, but fails checks</metric>
    <metric name="failed_checks" unit="">negative setup slack</metric>
  </group>
</metrics>
power by group:
group | leakage, nW | total (mW) | internal (mW) | switching (mW)
Combinational | 0.272 | 0.150 | 0.0907 | 0.0592
Clock | 0 | 0 | 0 | 0
Sequential | 0 | 0 | 0 | 0
cells by family after synthesis:
logic type	share of synthesized area (%)
AOI/OAI and AO/OA	15.22
buffers and inverters	12.17
muxes	27.83
and+or+nand+nor	14.35
adders and majority gates	30.43
synthesized netlist by cell type:
| cell | number |
|---|---|
| ha_1 | 7 |
| inv_1 | 5 |
| a21oi_1 | 3 |
| mux2_2 | 3 |
| mux2i_1 | 2 |
| nor3_1 | 2 |
| a31o_1 | 1 |
| buf_2 | 1 |
| buf_6 | 1 |
| mux4_1 | 1 |
| nand2_1 | 1 |
| nand2b_1 | 1 |
| nand3b_1 | 1 |
| nor2b_1 | 1 |
| o31a_2 | 1 |
| o32a_1 | 1 |
| or2b_1 | 1 |
area by class of cell:
| class | count | area share [%] |
|---|---|---|
| multi-input cells | 26 | 51.88 |
| repair buffers | 29 | 35.15 |
| well taps | 46 | 8.647 |
| inverters | 5 | 4.323 |
what timing repair did:
action,CTS,global route
setup endpoints to repair,7,5
pin swaps,7,0
endpoints found under the hold margin,0,0
setup buffers,6,0
gates cloned,0,0
gates resized,67,5
worst max-delay path by stage:
stage	startpoint	to	slack, ps	cells after the start
after CTS	x[0]	d	-20	7
after global routing	x[0]	d	-50	7
final	x[0]	d	-10	7
worst min-delay path, cell delays in order:
cell     delay (ps)
buf_8            80
buf_6           120
nor3_2           50
a21oi_2         110
buf_2           110
stage by stage:
stage | power [mW] | util, % | instance area (um^2) | TNS, ps | cells
6_report | 0.1498 | 19.49 | 665.6 | -14.74 | 106
5_1_grt | 0.1631 | 19.49 | 665.6 | -70.73 | 106
4_1_cts | 0.1435 | 18.86 | 644.4 | -19.08 | 106
3_5_place_dp | 0.1199 | 15.49 | 529.3 | -5627 | 100
3_3_place_gp | 0.1190 | 15.49 | 529.3 | -5562 | 100
2_1_floorplan | 0.04660 | - | 287.8 | 0 | 33
layer usage:
metal	GRT usage (%)	vias up	wire length, um
met3	0.3409	0	47
met4	0	0	0
met2	6.260	4	545
li1	-	170	-
met1	3.508	147	442
met5	0	-	0
No activity file was given, so power comes from the tool's default toggle rates.
